$ cat flow/run.sh
#!/bin/bash
# OpenROAD 26Q1-2900-gdf79404cd8, Yosys 0.63+post, stock flow scripts
make -C /OpenROAD-flow-scripts/flow DESIGN_CONFIG=/design/flow/config.mk WORK_HOME=/design/flow/orfs finish
$ cat flow/constraint.sdc
current_design ALU

set clk_period 22.7
set clk_io_pct 0.2

create_clock -name clk0 -period $clk_period

set non_clock_inputs [all_inputs -no_clocks]
set_input_delay [expr $clk_period * $clk_io_pct] -clock clk0 $non_clock_inputs
set_output_delay [expr $clk_period * $clk_io_pct] -clock clk0 [all_outputs]
$ cat flow/design.v
module ALU #(
    parameter DATAWIDTH = 32
)(
    input logic [DATAWIDTH-1:0]         ALUop1,
    input logic [2:0]                   ALUctrl,
    input logic                         ALUsrc,
    input logic [DATAWIDTH-1:0]         regOp2,
    input logic [DATAWIDTH-1:0]         ImmOp,
    output logic [DATAWIDTH-1:0]        ALUout,
    output logic Eq
);
    logic [DATAWIDTH-1:0] ALUop2;
always_comb begin
    ALUop2 = ALUsrc ? ImmOp : regOp2;
    case (ALUctrl)
        3'b000: ALUout = ALUop1 + ALUop2;
        3'b001: ALUout= ALUop1 - ALUop2;
        3'b010: ALUout= ALUop1 & ALUop2;
        default: ALUout = 0;
    endcase
end
assign Eq = (ALUop1==ALUop2);
endmodule 
$ cat flow/config.mk
export PLATFORM = sky130hd
export DESIGN_NAME = ALU
export DESIGN_NICKNAME = ALU
export VERILOG_FILES = /design/flow/design.v
export SDC_FILE = /design/flow/constraint.sdc
export NUM_CORES = 4
export LEC_CHECK = 1
export CORE_UTILIZATION = 30
==> deck_impl_summary.md <==
Physical Implementation Snapshot

Outcome
  – Run status: complete, no violations

Synthesis
  – Yosys Chip Area: 4358 sq um
  – Compound-cell area share of the yosys netlist: 33.07%
  – Xor+xnor area frac: 7.235%
  – Synthesized area per cell: 6.962 sq um
  – Post-synthesis simple-gate area fraction: 18.75%
  – FA/HA/MAJ Cells, Area Fraction: 21.88%
  – Largest non-sequential cell family by area: AND-OR/OR-AND gates
  – Cell area after technology mapping: 4358 sq um
  – Unique masters post-synth: 73
  – Post-synthesis sequential area ratio: 0%
  – Post-synth area hogs: sky130_fd_sc_hd__ha_1 21%, sky130_fd_sc_hd__a21oi_1 8.7%, sky130_fd_sc_hd__mux2i_1 7.8%
  – Post-synthesis instance total: 626
  – Number of cell instances after yosys synthesis: 626
  – Ranking of synthesized cells by instance count: 76 x sky130_fd_sc_hd__a21oi_1, 73 x sky130_fd_sc_hd__ha_1, 58 x sky130_fd_sc_hd__inv_1, 45 x sky130_fd_sc_hd__nor2_1, 39 x sky130_fd_sc_hd__nand2_1
  – Share of Yosys cell area claimed by the top area cell type: 20.96%
  – Synth warn: 1
  – Library cell with the highest instance count after synthesis: sky130_fd_sc_hd__a21oi_1
  – Multiplexer fraction of the synthesized cell area: 8.326%
  – Cell type with the largest total area: sky130_fd_sc_hd__ha_1

GRT
  – Vias in the first global route: 4687
  – Total global routing overflow: 0
  – Number of antenna violations at the first check in global routing: 0
  – All-layer global routing usage: 20.26%
  – First-pass GRT wire length: 24.03 mm
  – Pin count of the biggest net entering global routing: 33

Pwr
  – Total power: 0.1669 mW
  – Worst IR drop on VDD: 0.01090 mV
  – Pwr per Cell Area: 29.15 nW/um^2
  – Static leakage power: 2.451 nW

Floorplan
  – Die Span X: 122.5 um
  – Ports: 133
  – Vertical die size: 122.5 um
  – Core box area: 14040 sq um
  – Chip area: 15010 sq um
  – Row count: 43
  – Fraction of the core area occupied by cells at floorplan: 31.03%

Run
  – Tally of max-capacitance violations: 0
  – Stage-log warning count: 73

CTS
  – Post-CTS setup buffer count: 0
  – Quantity of hold-fixing buffers added after cts: 0
  – Gates resized, CTS repair: 0

Timing
  – Tcrit/Tclk final: 60.65%
  – Final Hold Slack: 10290 ps
  – Slew headroom: 40.39%
  – Highest clock frequency the design can meet: 72.64 MHz
  – Post-route worst setup slack: 8933 ps
  – Shortest clock period the worst path allows after layout: 13770 ps
  – RSZ-0062 raised after global routing: no
  – Pin slew with the least headroom to its limit: 882.6 ps
  – Final-report max-slew violation count: 0
  – Fin Setup TNS: 0 ps
  – Final hold vios: 0
  – Final setup viols: 0

Detailed routing
  – Average wire length per cell after detail routing: 16.52 um
  – Number of nets with antenna violations after detailed routing: 0
  – Count of antenna diodes in the layout: 0
  – Number of DRC violations after detailed routing: 0
  – Via count: 4930
  – Iter 0 DRT Violations: 272
  – Post-DR vias/cell: 5.424
  – Number of search-and-repair iterations in the first detailed-routing pass: 5
  – Routed wire length: 15.02 mm

Worst setup path
  – Req. time, crit path: 18160 ps
  – CP arrival: 9230 ps
  – Maximum fanout along the worst path: 32
  – Kind of start point of the critical path: primary input
  – Setup crit end kind: output port
  – Type of the setup path with the least slack: primary input to output port

Placed design
  – Total placed cells including tap cells: 909
  – Pre-CTS setup slack: 8911 ps
  – Count of input and output buffers: 133
  – Total placed instance area: 5724 sq um
  – Global placer's final weighted congestion: 0.9128
  – Detailed placer's ending HPWL: 12.33 mm

Layout
  – Layout cells sized above 1: 3.567%
  – Register area: 0 sq um
  – Finished layout cell area: 5724 sq um
  – Final Util: 40.76%
  – Area growth, synth to finish: 31.35%
  – CLK BUF: 0
  – Seq_cells: 0
  – Total of fill cells in the finished design: 1468
  – Non-filler instance count after layout: 909

Hold path
  – Path type of the worst min-delay path: primary input to output port
## critical path, cell delays in order
cell	delay [ps]
sky130_fd_sc_hd__buf_2	80
sky130_fd_sc_hd__buf_4	470
sky130_fd_sc_hd__mux2_2	440
sky130_fd_sc_hd__ha_1	200
sky130_fd_sc_hd__fa_1	420
sky130_fd_sc_hd__nor2b_1	170
sky130_fd_sc_hd__o21bai_1	150
sky130_fd_sc_hd__a211o_1	300
sky130_fd_sc_hd__and4_4	200
sky130_fd_sc_hd__a2111oi_4	440
sky130_fd_sc_hd__or4b_1	500
sky130_fd_sc_hd__mux2i_1	140
sky130_fd_sc_hd__or4_2	550
sky130_fd_sc_hd__o211ai_2	100
sky130_fd_sc_hd__clkdlybuf4s50_1	490
## kinds of logic (layout without fill, tap and decap cells)
kind of cell               after synthesis  count (layout)
xor gates and xnor gates                36              36
AOI/OAI and AO/OA                      218             218
muxes                                   36              36
adders and majority gates               75              75
buffers and inverters                   96             199
and+or+nand+nor                        165             165
## layout by cell type, fill, tap and decap left out, types with 3 or more instances in the layout
| cell type | count |
|---|---|
| sky130_fd_sc_hd__nand3_1 | 11 |
| sky130_fd_sc_hd__a211o_1 | 3 |
| sky130_fd_sc_hd__and3_1 | 5 |
| sky130_fd_sc_hd__o211ai_1 | 3 |
| sky130_fd_sc_hd__o21ai_0 | 34 |
| sky130_fd_sc_hd__inv_1 | 58 |
| sky130_fd_sc_hd__buf_4 | 6 |
| sky130_fd_sc_hd__a21o_1 | 6 |
| sky130_fd_sc_hd__nor2b_1 | 8 |
| sky130_fd_sc_hd__o31ai_1 | 8 |
| sky130_fd_sc_hd__clkdlybuf4s50_1 | 132 |
| sky130_fd_sc_hd__xor2_1 | 3 |
| sky130_fd_sc_hd__ha_1 | 73 |
| sky130_fd_sc_hd__o21bai_1 | 15 |
| sky130_fd_sc_hd__o22ai_1 | 3 |
| sky130_fd_sc_hd__a22oi_1 | 6 |
| sky130_fd_sc_hd__a2111oi_0 | 4 |
| sky130_fd_sc_hd__a211oi_1 | 5 |
| sky130_fd_sc_hd__xnor2_1 | 33 |
| sky130_fd_sc_hd__nand2_1 | 39 |
| sky130_fd_sc_hd__nor4_1 | 9 |
| sky130_fd_sc_hd__a21oi_1 | 76 |
| sky130_fd_sc_hd__a22o_1 | 17 |
| sky130_fd_sc_hd__a31oi_1 | 8 |
| sky130_fd_sc_hd__a221oi_1 | 4 |
| sky130_fd_sc_hd__nor2_1 | 45 |
| sky130_fd_sc_hd__a21boi_0 | 3 |
| sky130_fd_sc_hd__mux2i_1 | 34 |
| sky130_fd_sc_hd__nand2b_1 | 5 |
| sky130_fd_sc_hd__nand4_1 | 6 |
| sky130_fd_sc_hd__nor3_1 | 20 |
## final timing paths
| check | start | to | slack (ps) | cells past startpoint |
|---|---|---|---|---|
| worst max-delay path | ALUsrc | ALUout[30] | 8930 | 15 |
| worst min-delay path | ALUctrl[2] | ALUout[0] | 10290 | 3 |
## report_power, final
group	internal [mW]	leakage [nW]	switching (mW)
logic	0.0784	2.45	0.0885
clock network	0	0	0
registers	0	0	0
## layer usage
layer | track usage [%] | vias up | share of wire (%) | wire [um]
met4 | 1.220 | 0 | 0.63 | 95
met1 | 31.09 | 2264 | 51 | 7615
li1 | - | 2498 | - | -
met3 | 1.091 | 8 | 5.7 | 852
met2 | 32.41 | 160 | 43 | 6454
met5 | 0 | - | 0 | 0
## layout make-up
class	count	area (sq um)	area share [%]
inverter	60	232.7	4.066
multi-input combinational	530	3895	68.04
timing repair buffer	139	1371	23.96
tap	180	225.2	3.934
No activity file was given, so power comes from the tool's default toggle rates.
