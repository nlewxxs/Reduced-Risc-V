### /design/flow/design.v
module PC1 #(
    WIDTH = 32
)(
    input  logic     clk,
    input  logic     rst,
    input  logic     PCsrc,
    input  logic    [WIDTH-1:0]  ImmOp,
    output logic    [WIDTH-1:0]  PCC
);
    logic [WIDTH-1:0] next_PC;
    logic [WIDTH-1:0] inc_PC;
    logic [WIDTH-1:0] branch_PC;
    always_comb begin
    branch_PC = ImmOp + PCC;
    inc_PC = PCC + 4;
    next_PC = PCsrc ? branch_PC : inc_PC;
    end
    always_ff @(posedge clk) begin
        if (rst) PCC <= 32'b0;
        else PCC <= next_PC;
    end
endmodule 
### /design/flow/run.sh
#!/bin/bash
# OpenROAD 26Q1-2900-gdf79404cd8, Yosys 0.63+post, stock flow scripts
make -C /OpenROAD-flow-scripts/flow DESIGN_CONFIG=/design/flow/config.mk WORK_HOME=/design/flow/orfs finish
### /design/flow/config.mk
export PLATFORM = sky130hd
export DESIGN_NAME = PC1
export DESIGN_NICKNAME = PC1
export VERILOG_FILES = /design/flow/design.v
export SDC_FILE = /design/flow/constraint.sdc
export NUM_CORES = 4
export LEC_CHECK = 1
export CORE_UTILIZATION = 40
### /design/flow/constraint.sdc
current_design PC1

set clk_period 9.0
set clk_io_pct 0.2

create_clock -name clk0 -period $clk_period [get_ports {clk}]

set non_clock_inputs [all_inputs -no_clocks]
set_input_delay [expr $clk_period * $clk_io_pct] -clock clk0 $non_clock_inputs
set_output_delay [expr $clk_period * $clk_io_pct] -clock clk0 [all_outputs]
==> flow_summary.ini <==
; yosys + openroad results
[sta]
max_freq_ghz = 0.234
max-slew-margin-rel_pct = 52.5
finalClockPeriodUsage_pct = 47.4
finalHoldViolations = 0
final-setup-viol-count = 0
final.setup_skew_ps = 6.01
final.setup.worst_slack_ps = 4730
grt_setup_unrepaired = false
drv_slew = 0
tmin_final_ps = 4270
worstMarginPinSlew_ps = 708
timing.setup.tns_ps = 0

[cells_and_area]
regMostFlops = PCC
largest_register_ff_count = 32
area_growth_from_synthesis_to_final_layout_pct = 24.7
biggestRegsByFlops = PCC x32
layout-drive-gt1-share_pct = 4.62

[routing]
first_pass_iters = 5
antenna_left = 0
routedWlPerCell_um = 14.7
drt-vias-per-instance = 5.55
detail_route.antenna_diodes = 0
vias = 3332
drc_errors = 0
first_iter_violations = 145
route.final.wire_length_um = 8850

[yosys]
flop_cell = sky130_fd_sc_hd__dfxtp_1
mappedNetlistArea_um2 = 3340
ys_async_sr_fraction_pct = 0
post_synth_tally_of_flip_flops_with_integrated_enable = 0
cell_count_in_the_yosys_report = 438
seq_area_frac_synth_pct = 19.2
syn-instance-count = 438
ys_ff = 32
synth_cell_types = 59
ys_warn_count = 1
syn-mean-instance-area_um2 = 7.62
post-synth-top-area-cell = sky130_fd_sc_hd__dfxtp_1
post_synth_main_area_contributors = sky130_fd_sc_hd__dfxtp_1 19%, sky130_fd_sc_hd__ha_1 12%, sky130_fd_sc_hd__xnor2_1 8.1%
ys_chip_area_um2 = 3340
top_cell_area_share_pct = 19.2

[place]
io_buffer_count = 66
detailedPlace.worstSlack_ps = 4470
dp.final_hpwl_um = 6760
gp_routability_congestion = 0.921

[critical_path]
cpLargestDelayFamily = AND-OR/OR-AND gates
worst_setup_path_startpoint = ImmOp[0]
critPathKind = input port to flop
timing.critical_path.slowest_cell_delay_ps = 460
worst_setup_path_end_kind = flop
crit_slowest_cell = sky130_fd_sc_hd__clkdlybuf4s50_1
path_max_fanout = 4
r2r_end = PCC[28]
critical_path.cell_chain = clkdlybuf4s50_1, ha_1, inv_1, fa_1, nor2b_1, o31a_1, o21ai_1, a21oi_1, a21oi_1, o31ai_2, xnor2_1, a211oi_1
worst_ep_required_time_ps = 9200
worstRegToRegCells = 8
start_kind = input port
reg2reg_slack_ps = 6190
r2r-start = PCC[2]
critical-path-top-cell-by-count = sky130_fd_sc_hd__a21oi_1
critical_path.n_buffers_inverters = 2
worstPathArrival_ps = 4470

[clock_tree]
h-tree-depth = 2
cts.root.buffer_cell = sky130_fd_sc_hd__clkbuf_8
cts.path.max_buffers = 2
numClockSinks = 32
clock_insertion_delay_worst_skew_ps = 290
cts_hold_repair.buffers = 0
clkTransAtPathRegs_ps = 70
cts_resized = 0
cts_buffers = 5
cts_tree = yes
post-cts-setup-buffer-count = 0

[job]
tool_warnings = 25
cap_violations = 0

[global_route]
grt_antenna_before_repair = 0
global_route.usage.total_pct = 21.0
grt_first_pass_wirelength_um = 14400
number_of_global_route_vias_before_repair = 2982
globalRouteOverflowTotal = 0
grt_start_max_net_pins = 62

[power]
ir_drop_v = 0.0000620
pwr-share-seq_pct = 31.4
p_leak_uw = 0.00170
switchingPower_uw = 231
cellInternalPower_uw = 373
pwr_cell_area_nw_per_um2 = 145
share_of_total_power_consumed_by_net_switching_pct = 38.2
pwr-share-comb_pct = 48.9
p_clk_share_pct = 19.7

[min_path]
worst_hold_path_type = flop to flop
hold_start = PCC[1]
worst_hold_path.num_cells = 2
holdPathEnd = PCC[1]

[floorplanning]
fp_util_pct = 42.3
die_area_um2 = 8720
die.size.x_um = 93.4
die_h_um = 93.4
rows = 32
pin_count = 67
core_region_area_um2 = 7890

[status]
status = finished, final reports clean
[final cells by class]
type / instances / area [um^2]
fillers: 769 / 3720
repair buffers: 68 / 671
multi-input cells: 376 / 2580
inverters: 14 / 52.6
clock buffers: 8 / 90.1
flip-flops and latches: 32 / 641
well taps: 102 / 128
[per-layer routing]
| layer | global-route usage [%] | routed length, um |
|---|---|---|
| met3 | 2.81 | 486 |
| met1 | 33.0 | 4490 |
| met2 | 31.8 | 3770 |
| met5 | 0 | 0 |
| met4 | 2.82 | 106 |
[how the worst max path moves through the flow]
stage	end	cells after the start
finish	PCC[26]	12
global route	PCC[28]	12
CTS	PCC[28]	12
[cells by family after synthesis]
group	after synthesis	share of synthesized area (%)
adders and majority gates	33	12.6
and+or+nand+nor	160	24.3
muxes	3	1.05
xor gates and xnor gates	50	13.1
DFF	32	19.2
buffers and inverters	30	3.45
AOI/OAI and AO/OA	130	26.3
[power by group through the flow]
stage                 registers (uW)  clock network [uW]  logic [uW]
after CTS                        189                 124         295
after global routing             193                 130         328
final                            189                 119         295
[cells in the final DEF (no fill, tap or decap), types with 6 or more instances in the layout]
master / instances
sky130_fd_sc_hd__a21oi_1: 31
sky130_fd_sc_hd__nand3_1: 19
sky130_fd_sc_hd__clkdlybuf4s50_1: 65
sky130_fd_sc_hd__xnor2_1: 31
sky130_fd_sc_hd__nor3_1: 7
sky130_fd_sc_hd__nand2_1: 35
sky130_fd_sc_hd__o21ai_0: 16
sky130_fd_sc_hd__a21o_1: 17
sky130_fd_sc_hd__nor2b_1: 6
sky130_fd_sc_hd__a211oi_1: 24
sky130_fd_sc_hd__nor2_1: 55
sky130_fd_sc_hd__clkbuf_8: 6
sky130_fd_sc_hd__xor2_1: 19
sky130_fd_sc_hd__inv_1: 14
sky130_fd_sc_hd__ha_1: 32
sky130_fd_sc_hd__dfxtp_1: 32
[tightest hold or removal path: cells and delay by family (launching register included)]
family | cells | cell delay (ps)
flops | 1 | 340
simple gates | 1 | 100
compound gates | 1 | 40
[metrics by stage]
| step | util [%] | instances | instance area, um^2 | total power [uW] | hold slack (ps) |
|---|---|---|---|---|---|
| 2_1_floorplan | - | 438 | 3340 | 385 | 465 |
| 3_3_place_gp | 51.6 | 592 | 4070 | 486 | 521 |
| 3_5_place_dp | 51.6 | 592 | 4070 | 485 | 519 |
| 4_1_cts | 52.8 | 600 | 4160 | 608 | 534 |
| 5_1_grt | 52.8 | 600 | 4160 | 651 | 576 |
| 6_report | 52.8 | 600 | 4160 | 604 | 529 |
[synthesized netlist by cell type, drive strengths merged, types with 3 or more instances]
cell type,instances
a21oi,32
nor2,57
o22ai,4
a211oi,24
buf,3
clkbuf,13
and4,5
dfxtp,32
a21o,17
xor2,19
o21ai,21
nand4,6
xnor2,31
nor2b,6
and2,3
o21bai,4
nand2,35
nand3,19
ha,32
nor3,10
and3,5
o2111ai,4
nor4b,3
o21a,4
inv,14
nand2b,4
Power and IR drop assume default switching activity.
