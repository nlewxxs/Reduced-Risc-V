===== /design/flow/config.mk =====
export PLATFORM = sky130hd
export DESIGN_NAME = register_file
export DESIGN_NICKNAME = register_file
export VERILOG_FILES = /design/flow/design.v
export SDC_FILE = /design/flow/constraint.sdc
export NUM_CORES = 4
export LEC_CHECK = 1
export CORE_UTILIZATION = 40

===== /design/flow/constraint.sdc =====
current_design register_file

set clk_period 6.4
set clk_io_pct 0.2

create_clock -name clk0 -period $clk_period [get_ports {clk}]

set non_clock_inputs [all_inputs -no_clocks]
set_input_delay [expr $clk_period * $clk_io_pct] -clock clk0 $non_clock_inputs
set_output_delay [expr $clk_period * $clk_io_pct] -clock clk0 [all_outputs]

===== /design/flow/design.v =====
module register_file #(
    parameter ADDRESS_WIDTH = 5,
                DATA_WIDTH = 32
)(
    input logic                             clk,
    input logic [ADDRESS_WIDTH-1:0]         AD1,
    input logic [ADDRESS_WIDTH-1:0]         AD2,
    input logic [ADDRESS_WIDTH-1:0]         AD3,
    input logic                             WE3,
    input logic [DATA_WIDTH-1:0]            WD3,
    output logic [DATA_WIDTH-1:0]           RD1,
    output logic [DATA_WIDTH-1:0]           RD2,
    output logic [DATA_WIDTH-1:0]           a0  
);
logic [DATA_WIDTH-1:0] register_array [2**ADDRESS_WIDTH-1:0];
always_ff @(posedge clk) begin
    if (WE3) register_array[AD3] <= WD3;
end
always_comb begin
    RD1 = register_array[AD1];
    RD2 = register_array[AD2];
end
assign  a0 = register_array[10];
endmodule

===== /design/flow/run.sh =====
#!/bin/bash
# OpenROAD 26Q1-2900-gdf79404cd8, Yosys 0.63+post, stock flow scripts
make -C /OpenROAD-flow-scripts/flow DESIGN_CONFIG=/design/flow/config.mk WORK_HOME=/design/flow/orfs finish

==> impl_metrics.ini <==
; flow metrics
[cells_and_area]
layoutNonFillerInstCount = 5227
area.growth.synth_to_final_pct = 14.2
leading_cell_types_in_the_layout_fill_and_taps_excluded = sky130_fd_sc_hd__mux2i_1, sky130_fd_sc_hd__edfxtp_1, sky130_fd_sc_hd__nand3_1, sky130_fd_sc_hd__nand2_1
largest_registers = register_array: 1024 flops
fin_area_sq_um = 55700
logic_area_sq_um = 16800
largest_register_ffs = 1024
registers.top_by_ff_count = register_array
fraction_of_final_layout_cells_with_drive_strength_greater_than_1 = 0.0938
combined_flip_flop_and_latch_cell_area_sq_um = 30700
fillCellCount = 10400

[global_route]
first_pass_grt_wire_length_mm = 221
grt_antenna_before_repair = 7
track_usage = 0.269
grt-ovfl-total = 0
maximum_number_of_pins_on_one_net_before_global_route_repair = 89
first_global_vias = 32200

[critical_path]
worst_path_largest_cell_delay_ns = 0.87
timing.critical_path.depth = 7
critical_path.startpoint = AD1[0]
cp_cell_sequence = clkdlybuf4s50_1 > nor2b_4 > buf_4 > a22oi_1 > a31oi_1 > nand3_1 > clkdlybuf4s50_1
crit_fanout = 22
worstPathArrival_ns = 4.36
critical_path.top_delay_family = buffers and inverters
critical_path.startpoint_type = input pin
critPathRequiredTime_ns = 5.12
worst-setup-path-type = input pin to output port
timing.critical_path.buf_inv = 3
end_kind = output port
cp_slowest_cell = sky130_fd_sc_hd__nor2b_4
critical_path.endpoint = RD1[9]
critical_path_s_most_frequent_cell = sky130_fd_sc_hd__clkdlybuf4s50_1

[synthesis]
ys_seq_share = 0.630
yosys_warnings = 1
synth.cell_area_sq_um = 48800
area_share_top_type = 0.630
synth.yosys.num_cells = 3386
synth_cells = 3386
netlist.top_cell.by_area = sky130_fd_sc_hd__edfxtp_1
syn_area_per_cell_sq_um = 14.4
post_synth_main_area_contributors = sky130_fd_sc_hd__edfxtp_1, sky130_fd_sc_hd__mux2i_1, sky130_fd_sc_hd__a22oi_1
synth_flops = 1024
ys_chip_area_sq_um = 48800
yosys.cell_types.count = 23

[floorplan]
rows = 127
floorplan.die_area_sq_um = 123000
die_height_um = 351
design.portCount = 145
fp.coreArea_sq_um = 120000
fp-utilization = 0.405
die_w_um = 351

[route]
final_antenna_net_count = 0
drt-total-wl_mm = 154
diodes_inserted = 0
drt_pass1_iterations = 8
drtIter0Drc = 1993
detail_route.drc_violations = 0
via_count = 31200
drt-wirelength-per-cell_um = 29.5
avgViaCountPerCell = 5.97

[job]
stage_log_warnings = 26
cap_viol_max_count = 0

[cts]
post_cts.repair.setup_buffers = 0
clock_tree_from_tritoncts = done
cts_buffers = 105
clockRootBuffer = sky130_fd_sc_hd__clkbuf_16
clock_path_buffers = 3
cts.clk_slew.worst_paths_ns = 0.06
numClockSinks = 1024
cts_htree_levels = 3
post_cts_repair_resize_count = 0
hold_buffers = 0

[placed_design]
place_hpwl_mm = 90.5
port-buffer-count = 144
gp_congestion = 0.886
placed_cell_area_sq_um = 52500
numPlacedInstances = 5041

[final_timing]
final_hold_vios = 0
grt_setup_unrepaired = no
min_period_over_period = 0.880
fin_setup_tns_ns = 0
setup_viol = 0
period_needed_ns = 5.64
timing.slew.headroom = 0.345
maximum_clock_frequency_mhz = 177
final-max-slew-violation-count = 0
max_slew.worst_pin.slew_ns = 0.981

[status]
run_status = complete, no violations

[power]
vdd.ir_drop.worst_uv = 206
p_leak_uw = 0.0203
pwr_dens_nw_per_um2 = 264

[min_path]
hp-start = WD3[26]
min-delay-path-class = input pin to flop
stage by stage:
stage	setup slack (ns)	utilization	hold slack (ns)	power [uW]
6_report	0.765	0.463	1.40	14700
5_1_grt	0.661	0.463	1.42	15100
4_1_cts	0.819	0.463	1.38	14800
3_5_place_dp	0.817	0.436	2.07	9030
3_3_place_gp	0.911	0.436	2.06	9030
2_1_floorplan	2.69	-	1.38	8400
cell families after synthesis:
group / Yosys count / share of synthesized area
AND-OR/OR-AND: 576 / 0.0804
multiplexers: 1024 / 0.210
buffers and inverters: 253 / 0.0321
flip-flops: 1024 / 0.630
AND/OR/NAND/NOR: 509 / 0.0471
cells in the mapped netlist, drive strengths merged:
cell       n
nand2b     4
a22o     128
or3b       3
a22oi    192
or2        2
nor2      35
nand3    194
nor2b      4
buf      166
mux2i   1024
nand2    195
clkbuf    87
or3        1
a21oi    192
nand3b     5
nor3      64
edfxtp  1024
and2       2
a31oi     64
where the power goes:
group	internal, uW	switching [uW]	total, uW
Sequential	7460	32.7	7500
Clock	3220	2570	5790
Combinational	542	866	1410
Total	11200	3470	14700
routing by layer:
metal / track usage / share of wire
met5: 0.00392 / 0.00096
met1: 0.352 / 0.37
met2: 0.396 / 0.46
met3: 0.161 / 0.14
met4: 0.0657 / 0.031
area by class of cell:
class                           count  area share
Clock inverter                     51     0.00808
Clock buffer                      135      0.0492
Sequential cell                  1024       0.552
Timing Repair Buffer              296      0.0535
Multi-Input combinational cell   2109       0.301
Tap cell                         1612      0.0362
worst min path at each step:
stage | endpoint | depth (start not counted)
CTS | register_array[8][26] | 2
global route | register_array[30][30] | 2
finish | register_array[22][26] | 2
Power is estimated from default activity; no workload was simulated.
